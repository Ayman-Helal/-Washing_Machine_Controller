File: /design/flow/config.mk
export PLATFORM = sky130hd
export DESIGN_NAME = wash
export DESIGN_NICKNAME = wash
export VERILOG_FILES = /design/flow/design.v
export SDC_FILE = /design/flow/constraint.sdc
export NUM_CORES = 4
export LEC_CHECK = 1
export CORE_AREA = 10 10 108 108
export DIE_AREA = 0 0 118 118
File: /design/flow/design.v
module wash(  
    input rst_n,
    input clk,
    input [1:0]clk_freq,
    input coin_in,
    input double_wash,
    input timer_pause,
    output reg wash_done);
localparam s0 = 3'b000, 
           s1 = 3'b001,
           s2 = 3'b010,
           s3 = 3'b011,
           s4 = 3'b100;
reg[2:0] current_state, next_state;
reg flag;
reg [31:0] counter1_out, counter2_out;
reg one;
reg two;
reg five;
always @(posedge clk or negedge rst_n)
  begin
   if (!rst_n)
     begin 
       current_state <= s0;
     end
   else 
     begin
      current_state <= next_state;
     end
  end
always @(posedge clk or negedge rst_n) begin
   if (!rst_n)
     begin 
       counter1_out <= 32'b0;
     end 
   else 
     begin
      counter1_out <= counter1_out + 32'b1;
     end 
end
always @(posedge clk or negedge rst_n) begin
   if (!rst_n)
     begin 
       counter2_out <= 32'H11111111;
     end 
    else if (~timer_pause)begin
      counter2_out <= 32'b0; 
    end 
    else if (counter2_out == 32'b1)begin
      counter2_out <= 32'H11111111;
    end 
   else begin
      counter2_out <= counter2_out - 32'b1;
     end 
end
always @(*) begin
  case (clk_freq)
  2'b00:begin
    if (counter1_out == 32'd60000000)begin
      one = 1'b1;
    end 
    else if (counter1_out == 32'd120000000)begin
      two = 1'b1;
    end 
    else if (counter1_out == 32'd300000000)begin
      five  = 1'b1;
    end
    else begin 
      one = 1'b0;
      two = 1'b0;
      five = 1'b0;
    end 
  end
    2'b01:begin
    if (counter1_out == 32'd120000000)begin
      one = 1'b1;
    end 
    else if (counter1_out == 32'd240000000)begin
      two = 1'b1;
    end 
    else if (counter1_out == 32'd600000000)begin
      five  = 1'b1;
    end
    else begin 
      one = 1'b0;
      two = 1'b0;
      five = 1'b0;
    end 
  end
      2'b10:begin
    if (counter1_out == 32'd240000000)begin
      one = 1'b1;
    end 
    else if (counter1_out == 32'd480000000)begin
      two = 1'b1;
    end 
    else if (counter1_out == 32'd1200000000)begin
      five  = 1'b1;
    end
    else begin 
      one = 1'b0;
      two = 1'b0;
      five = 1'b0;
    end 
  end
     2'b11:begin
    if (counter1_out == 32'd480000000)begin
      one = 1'b1;
    end 
    else if (counter1_out == 32'd960000000)begin
      two = 1'b1;
    end 
    else if (counter1_out == 32'd2400000000)begin
      five  = 1'b1;
    end
    else begin 
      one = 1'b0;
      two = 1'b0;
      five = 1'b0;
    end 
  end
  endcase 
end
always @(*)
  begin
   wash_done = 1'b1;
   case (current_state)
     s0: begin
          wash_done = 1'b1;
          if (coin_in)
             begin
             next_state = s1;
             end
          else
             begin
             next_state = s0;
             end
          end
     s1: begin
         wash_done = 1'b0;
         if (two) begin
         counter1_out = 32'b0;
         next_state = s2;
         end 
         else begin 
          next_state = s1;
         end 
         end
     s2: begin
         wash_done = 1'b0;
         if (five)begin
         counter1_out = 32'b0;
         next_state = s3;
         end 
         else begin 
          next_state = s2;
         end 
         end
     s3: begin
         wash_done = 1'b0;
         if (two)begin
          counter1_out = 32'b0;
         if (double_wash)
            begin
             next_state = s2;
            end
         else
             begin
              next_state = s4;
             end
         end
         else begin 
          next_state = s3;
         end 
     end
     s4: begin
          wash_done = 1'b0;
          if (counter2_out == 32'b0)begin
          if (one) begin
          counter1_out = 32'b0;
          next_state = s0;
          end 
          else begin 
             next_state = s4;
          end 
          end
         end
    default: next_state = s0;
   endcase
  end
endmodule
File: /design/flow/run.sh
#!/bin/bash
# OpenROAD 26Q1-2900-gdf79404cd8, Yosys 0.63+post, stock flow scripts
make -C /OpenROAD-flow-scripts/flow DESIGN_CONFIG=/design/flow/config.mk WORK_HOME=/design/flow/orfs finish
File: /design/flow/constraint.sdc
current_design wash

set clk_period 3.7
set clk_io_pct 0.2

create_clock -name clk0 -period $clk_period [get_ports {clk}]

set non_clock_inputs [all_inputs -no_clocks]
set_input_delay [expr $clk_period * $clk_io_pct] -clock clk0 $non_clock_inputs
set_output_delay [expr $clk_period * $clk_io_pct] -clock clk0 [all_outputs]
==> run notes <==
Results of the full flow below.

STA:
- The run puts the total count of max-transition violations in the final report at 0.
- For the finished layout, the period the worst path requires is 2.57 ns.
- Setup repair after global routing left no endpoint under its margin.
- In this build the clock could be raised as far as 0.389 GHz.
- The run puts the slew of the pin with the lowest slew margin at 0.908 ns.
- The run gives the final setup violation count as 0.
- Summed over all failing endpoints, the final setup total negative slack is 0 ns.
- The run gives the count of unclocked register or latch pins as 3.
- The run puts the count of endpoints without a timing constraint at 6.
- The run gives the worst clock skew as 0.00524 ns.
- The run puts the relative slew slack at 0.391.
- The run gives the setup slack after layout as 1.13 ns.
- The run gives the final period utilization as 0.695.
- Per the final timing report, the hold violations number 0.

Worst setup path:
- The run puts the largest stage delay on the critical path at 0.83 ns.
- The run gives the slowest stage cell on the critical path as sky130_fd_sc_hd__o31ai_2.
- The run gives the worst path buffer plus inverter count as 1.
- Looking at the setup timing report, the critical path kind is flop to flop.
- The run puts the endpoint required time on the critical path at 3.84 ns.
- Per the timing report, the biggest fanout along the worst path comes to 12.
- According to the timing report, the arrival time at the worst endpoint equals roughly 2.7 ns.
- STA classifies the critical path endpoint as a flop.
- In this design, the largest share of critical-path delay is due to AND-OR/OR-AND gates.
- STA classifies the critical path startpoint as a flop.
- The critical path goes through nor4_4 > nand3_2 > o31ai_2 > buf_4 > a21oi_1.

Synthesis:
- The run gives the number of distinct library cell variants in the gate-level netlist after synthesis as 39.
- For reference, the top cells by area after synthesis are sky130_fd_sc_hd__dfrtp_1 (35%), sky130_fd_sc_hd__dfstp_2 (11%), sky130_fd_sc_hd__or4_1 (5.4%), sky130_fd_sc_hd__o31ai_1 (5.0%), sky130_fd_sc_hd__a21oi_1 (4.9%).
- The run gives the area share of the largest cell type after synthesis as 0.345.
- The run puts the synthesized chip area reported by yosys at 1960 um^2.
- After synthesis the cells add up to between 1500 and 2000 um^2.
- Yosys stat counts 191 cells in the synthesized netlist.
- The run gives the total number of yosys warnings as around 110.
- Per the synth stats, the flop cell with the highest instance count is sky130_fd_sc_hd__dfrtp_1.
- Synthesis produced a netlist whose cell count is about 190.
- The run puts the fraction of registers with async set or reset after synthesis at 0.921.
- In the post-synthesis netlist, the cell with the most instances is sky130_fd_sc_hd__dfrtp_1.
- The commonest cells after synthesis are sky130_fd_sc_hd__dfrtp_1 (27), sky130_fd_sc_hd__a21oi_1 (19), sky130_fd_sc_hd__nor2_1 (15), sky130_fd_sc_hd__or4_1 (14), sky130_fd_sc_hd__o31ai_1 (13).
- The run gives the post-synth tally of flip-flops with integrated enable as 0.
- The run gives the number of synthesized register bits as 38.
- Of all cell types, the one taking the most synthesized area is sky130_fd_sc_hd__dfrtp_1.
- The run gives the mean cell area of the mapped netlist as 10.2 um^2.

Layout:
- The run gives the combinational gate area as 957 um^2.
- The run puts the area taken by flip-flops and latches at 931 um^2.
- The run gives the filler cell count in the final layout as 1006.
- The run puts the area growth from synthesis to final layout at 13.4%.
- The run gives the share of layout cells above drive strength 1 as 0.153.

Clock network:
- The H-tree was split into 2 levels.
- Per the skew report, the later register of the worst-skew pair sees a clock latency of 0.28 ns.
- The report lists the number of cells resized after CTS as 0.
- The run puts the clock tree buffer depth at 2.
- The run puts the number of post-CTS setup repair buffers at 0.
- The run gives the buffer type at the clock tree root as sky130_fd_sc_hd__clkbuf_8.
- Clock tree synthesis inserted a total of 5 buffers.
- The run gives the clock edge transition at the registers on the reported setup and hold paths as 0.07 ns.
- The run gives the CTS tree as built.
- For this design, the CTS-stage hold fixing added 0 buffers.

GRT:
- The run gives the pin count of the biggest net entering global routing as 36.
- The first global-routing pass estimated 6730 um of wire.
- The run puts the number of global-route vias before repair at roughly 1400.
- The number of antenna violations at the first check in global routing is 0.
- The run gives the global-route usage over all layers as 0.0551.
- Summed over all layers, the global routing overflow is 0.

Outcome:
- The flow ran to the end, and the final reports show no timing, DRC or antenna violations.

Placement:
- The run puts the detailed placer's ending HPWL at 2600 um.
- The run puts the final weighted congestion in routability-driven placement at between 0.7 and 0.8.
- The run puts the count of port buffers added during placement at 4.
- Prior to clock tree synthesis, the placed netlist has a worst setup slack of 1.16 ns.

Floorplan:
- In this run the full chip footprint comes out at between 10000 and 15000 um^2.
- 8 I/O pins were placed.
- The report lists the number of standard-cell rows as 35.
- The initial utilization of the core area, before any placement, comes to 0.211.
- The run gives the vertical die dimension as about 120 um.
- The run gives the core box area as between 9000 and 10000 um^2.
- The run gives the width of the die as 118 um.

Route:
- The run gives the detailed-router iteration count before antenna repair as 4.
- The run gives the routed wire length as 3860 um.
- The run puts the antenna diode count at 0.
- The run puts the total number of vias at ~1500.
- The run puts the violation count after the first detailed-routing iteration at 136.
- The run gives the ratio of routed vias to standard cells as 4.54.
- The run puts the final routed wire length divided by cell count at 11.9 um.
- The run puts the remaining design rule violation count at 0.
- Once detail routing completed, the nets flagged for antenna violations numbered 0.

Run:
- The run puts the tally of OpenROAD warnings at 30.
- The number of maximum-capacitance violations recorded for the run is 0.

Hold path:
- The min-delay analysis places its worst path in the category flop to flop.
[logic make-up after synthesis]
| group | Yosys count | share of synthesized area |
|---|---|---|
| simple gates | 80 | 0.265 |
| xor+xnor | 11 | 0.0492 |
| mux | 1 | 0.00575 |
| compound gates | 45 | 0.150 |
| buf+inv | 13 | 0.0352 |
| latches | 3 | 0.0230 |
| flops | 35 | 0.453 |
| fa+ha+maj | 3 | 0.0192 |
[metrics by stage]
stage / utilization / std cells / instance area [um^2] / hold slack, ns
3_3_place_gp: 0.228 / 317 / 2120 / 0.509
3_5_place_dp: 0.228 / 317 / 2120 / 0.520
2_1_floorplan: - / 191 / 1960 / 0.444
6_report: 0.239 / 325 / 2220 / 0.540
4_1_cts: 0.239 / 325 / 2220 / 0.537
5_1_grt: 0.239 / 325 / 2220 / 0.572
[routing by layer]
layer  global-route usage  wire length (um)  vias up
li1                     -                 -      734
met1               0.0843              1990      721
met2               0.0797              1710       17
met3               0.0102                97        4
met4              0.00927                59        0
met5                    0                 0        -
[tightest hold or removal path: stages, from the launching register on]
cell                      delay [ns]
sky130_fd_sc_hd__dfstp_2        0.39
sky130_fd_sc_hd__o31ai_1        0.06
sky130_fd_sc_hd__a31oi_1        0.08
[registers in the layout, summed over array words and instances, names as in the netlist]
| signal | flops |
|---|---|
| next_state | 3 |
| current_state | 3 |
| counter2_out | 32 |
[layout make-up]
type                            instances  area share
Multi-Input combinational cell        140       0.431
Timing Repair Buffer                    6      0.0248
Sequential cell                        38       0.419
Tap cell                              129      0.0727
Inverter                                4     0.00676
Clock buffer                            8      0.0451
[cells in the final DEF (no fill, tap or decap), types with 6 or more instances in the layout]
cell | netlist | final
sky130_fd_sc_hd__dfrtp_1 | 27 | 27
sky130_fd_sc_hd__a21oi_1 | 19 | 19
sky130_fd_sc_hd__nor2_1 | 15 | 15
sky130_fd_sc_hd__o31ai_1 | 13 | 13
sky130_fd_sc_hd__dfstp_2 | 8 | 8
sky130_fd_sc_hd__nand2_1 | 7 | 7
sky130_fd_sc_hd__clkbuf_8 | 0 | 7
sky130_fd_sc_hd__xor2_1 | 6 | 6
sky130_fd_sc_hd__or4_1 | 14 | 14
sky130_fd_sc_hd__nor3_1 | 6 | 6
sky130_fd_sc_hd__or3_1 | 8 | 8
[worst paths after layout]
kind | from | endpoint | slack [ns] | cells after the start
max | counter2_out[19]$_DFF_PN0_ | counter2_out[7]$_DFF_PN0_ | 1.13 | 5
min | counter2_out[28]$_DFF_PN1_ | counter2_out[28]$_DFF_PN1_ | 0.54 | 2
max reg2reg | counter2_out[19]$_DFF_PN0_ | counter2_out[7]$_DFF_PN0_ | 1.13 | 5
min reg2reg | counter2_out[28]$_DFF_PN1_ | counter2_out[28]$_DFF_PN1_ | 0.54 | 2
max in group asynchronous | rst_n | counter2_out[4]$_DFF_PN1_ | 2.47 | 2
min in group asynchronous | rst_n | counter2_out[11]$_DFF_PN0_ | 0.88 | 2
